$ cat flow/config.mk
export PLATFORM = sky130hd
export DESIGN_NAME = top_module
export DESIGN_NICKNAME = top_module
export VERILOG_FILES = /design/flow/design.v
export SDC_FILE = /design/flow/constraint.sdc
export NUM_CORES = 4
export LEC_CHECK = 1
export CORE_AREA = 10 10 70 70
export DIE_AREA = 0 0 80 80
export SYNTH_HDL_FRONTEND = slang
$ cat flow/constraint.sdc
current_design top_module

set clk_period 1.4
set clk_io_pct 0.2

create_clock -name clk0 -period $clk_period [get_ports {clk}]

set non_clock_inputs [all_inputs -no_clocks]
set_input_delay [expr $clk_period * $clk_io_pct] -clock clk0 $non_clock_inputs
set_output_delay [expr $clk_period * $clk_io_pct] -clock clk0 [all_outputs]
$ cat flow/design.v
module bcd_disp(
	input wire [3:0] in,
	output reg [6:0] disp
);
always @(*) begin
	case (in) 			
		4'b0000: disp = 7'b0000001;		 
		4'b0001: disp = 7'b1001111;		 
		4'b0010: disp = 7'b0010010;		 
		4'b0011: disp = 7'b0000110;		 
		4'b0100: disp = 7'b1001100;		 
		4'b0101: disp = 7'b0100100;		 
		4'b0110: disp = 7'b0100000;		 
		4'b0111:	disp = 7'b0001111;	 
		4'b1000:	disp = 7'b0000000;	 
		4'b1001:	disp = 7'b0000100;	 
		4'b1010:	disp = 7'b0001000; 	 
		4'b1011:	disp = 7'b1100000;	 
		4'b1100:	disp = 7'b0110001;	 
		4'b1101:	disp = 7'b1000010;	 
		4'b1110:	disp = 7'b0110000;	 
		4'b1111:	disp = 7'b0111000;	 
		endcase
	end
endmodule
module demux1x2_4bit (
    input  wire [3:0] in,
    input  wire       sel,
    output wire [3:0] out0,
    output wire [3:0] out1
);
    assign out0 = sel ? 4'b0000 : in;
    assign out1 = sel ? in       : 4'b0000;
endmodule
module fsm(
	input wire [1:0] 	mnm_in,			 
	input wire 			clk,			 
	input wire 			rst,			 
	input wire 			ula_ack,		 
	input wire			wr_ack,			 
	input wire			pc_ack,			 
	input wire 			ri_ack,			 
	output reg			ena_pc,			 
	output reg 			ena_ri,			 
	output reg 			ena_wr,			 
	output reg 			sel_r0_rd,		 
	output reg 			sel_addr_data,	 
	output reg			sel_ldr_ula,	 
	output reg			ena_ula,		 
	output [2:0] 		state_out		 
);
reg [2:0] state;
assign state_out = state; 
localparam PC = 3'd0, Fetch = 3'd1, LDR = 3'd2, Arit = 3'd3, WB_Rd = 3'd4, Logica = 3'd5, WB_R0 = 3'd6;
always@(posedge clk, negedge rst) 
	begin
		if(!rst)
			state <= Fetch;
		else 
			case (state)
				PC: 
					if(pc_ack) state <= Fetch; 
					else state <= PC;
				Fetch: 
					if(ri_ack)
						case(mnm_in)
							2'b00: state <= LDR;
							2'b01: state <= Logica;
							2'b10: state <= Arit;
							2'b11: state <= Arit;
							default: state <= Fetch;
						endcase
					else state <= Fetch;
				LDR:
					if(wr_ack) state <= PC; 
					else state <= LDR;
				Arit:
					if(ula_ack) state <= WB_Rd; 
					else state <= Arit;
				WB_Rd:
					if(wr_ack) state <= PC;
					else state <= WB_Rd;
				Logica:
					if(ula_ack) state <= WB_R0;
					else state <= Logica;
				WB_R0:
					if(wr_ack) state <= PC;
					else state <= WB_R0;
				default: state <= Fetch;
			endcase
	end
always@(*) 
	begin
		ena_pc = 0;
		ena_ri = 0;
		ena_wr = 0;
		sel_r0_rd = 0;
		sel_addr_data = 0;
		sel_ldr_ula = 0;
		ena_ula = 0;	
		case(state)
			PC: 	begin ena_pc = 1'b1; end
			Fetch: 	begin ena_ri = 1'b1; end
			LDR: 	begin ena_wr = 1'b1; sel_r0_rd = 1'b1; sel_ldr_ula = 1'b1; end
			Arit: 	begin sel_addr_data = 1'b1;  ena_ula = 1'b1; end
			WB_Rd:	begin ena_wr = 1'b1; sel_r0_rd = 1'b1; end
			Logica:	begin sel_addr_data = 1'b1; ena_ula = 1'b1; end
			WB_R0:	begin ena_wr = 1'b1; end
		endcase
	end
endmodule
module instruction_register (
    input [7:0] data_in,  
    input clk,  
    input ena,  
    input rst,  
    output reg [1:0] mnm,  
    output reg [1:0] wr_addr_mnm,  
    output reg [3:0] rd_addr_wr_data,  
    output reg ack  
);
always@(posedge clk or negedge rst) begin
    if(!rst)
        begin
            mnm <= 2'b00;
            wr_addr_mnm <= 2'b00;
            rd_addr_wr_data <= 4'b0000;
        end
    else if(ena)
            begin
                mnm <= data_in[7:6];
                wr_addr_mnm <= data_in[5:4];
                rd_addr_wr_data <= data_in[3:0];
                if(data_in == {mnm,wr_addr_mnm,rd_addr_wr_data})
                    ack <= 1'b1;
            end
        else
            ack <= 1'b0;
 end     
endmodule
module mux2x1_2bit (
    input  wire [1:0] in0,
    input  wire [1:0] in1,
    input  wire       sel,
    output wire [1:0] out
);
    assign out = sel ? in1 : in0;
endmodule
module mux2x1_4bit (
    input  wire [3:0] in0,
    input  wire [3:0] in1,
    input  wire       sel,
    output wire [3:0] out
);
    assign out = sel ? in1 : in0;
endmodule
module program_counter (
    input  wire        clk,
    input  wire        rst,
    input  wire        en,
    output reg  [7:0]  pc_out,
    output reg         ack       
);
    always @(negedge clk or negedge rst) begin
        if (!rst) begin
            pc_out <= 8'b0;
            ack    <= 1'b0;
        end else if (en) begin
            pc_out <= pc_out + 1;
            ack    <= 1'b1;      
        end else begin
            ack    <= 1'b0;      
        end
    end
endmodule
module register_file #(
    parameter DATA_WIDTH = 4,
    parameter ADDR_WIDTH = 2, 
    parameter REG_COUNT  = 4
)(
    input  wire                     clk,
    input  wire                     wr_en,
    input  wire [ADDR_WIDTH-1:0]    wr_addr,
    input  wire [DATA_WIDTH-1:0]    wr_data,
    input  wire [ADDR_WIDTH-1:0]    rd_addr1,
    input  wire [ADDR_WIDTH-1:0]    rd_addr2,
    output wire [DATA_WIDTH-1:0]    rd_data1,
    output wire [DATA_WIDTH-1:0]    rd_data2,
    output reg wr_ack
);
    reg [DATA_WIDTH-1:0] registers [0:REG_COUNT-1];
    always @(posedge clk) begin
        if (wr_en) begin
            registers[wr_addr] <= wr_data;
            if(registers[wr_addr]==wr_data)
                wr_ack <=1'b1;
        end
        else
            wr_ack <=1'b0;
    end
    assign rd_data1 = registers[rd_addr1];
    assign rd_data2 = registers[rd_addr2];
endmodule
module rom_8x256 (
    input wire [7:0] addr,  
    output reg [7:0] data   
);
    reg [7:0] rom [0:255];
    initial begin
        $readmemh("rom.txt", rom);
    end
    always @(*) begin
        data = rom[addr];
    end
endmodule
module top_module(
	input wire clk,
	input wire rst,
	output wire [6:0] data2,
	output wire [6:0] data1,
	output wire [6:0] state_out,
	output wire [6:0] ula_out,
	output wire [6:0] out_A,
	output wire [6:0] out_B
);
wire ena_pc;
wire ena_ri;
wire ena_wr;
wire ena_ula;
wire pc_ack;
wire ri_ack;
wire wr_ack;
wire ula_ack;
wire [7:0] addr_bus;
wire [7:0] data_bus;
wire [1:0] mnm;
wire [3:0] rd_addr_wr_data;
wire sel_r0_rd;
wire sel_addr_data;
wire sel_ldr_ula;
wire [3:0] rd_addr;
wire [1:0] wr_addr_mnm;
wire [1:0] wr_addr;
wire [3:0] wr_data_ula;
wire [3:0] wr_data_ldr;
wire [3:0] wr_data;
wire [3:0] operando_A;
wire [3:0] operando_B;
wire [2:0] state;
	program_counter pc(
		.clk(clk),
		.rst(rst),
		.en(ena_pc),
		.ack(pc_ack),
		.pc_out(addr_bus)
	);
	rom_8x256 rom(
		.addr(addr_bus),
		.data(data_bus)
	);
	instruction_register ins_reg(
		.clk(clk),
		.rst(rst),
		.data_in(data_bus),
		.ena(ena_ri),
		.mnm(mnm),
		.wr_addr_mnm(wr_addr_mnm),
		.rd_addr_wr_data(rd_addr_wr_data),
		.ack(ri_ack)
	);
	mux2x1_2bit mux2bit(
		.in0(2'b00),
		.in1(wr_addr_mnm),
		.sel(sel_r0_rd),
		.out(wr_addr)
	);
	demux1x2_4bit demux(
		.in(rd_addr_wr_data),
		.sel(sel_addr_data),
		.out0(wr_data_ldr),
		.out1(rd_addr)
	);
	mux2x1_4bit mux4bit(
		.in0(wr_data_ula),
		.in1(wr_data_ldr),
		.sel(sel_ldr_ula),
		.out(wr_data)
	);
	register_file register(
		.clk(clk),
		.wr_en(ena_wr),
		.wr_data(wr_data),
		.wr_addr(wr_addr),
		.rd_addr1(rd_addr[3:2]),
		.rd_addr2(rd_addr[1:0]),
		.wr_ack(wr_ack),
		.rd_data1(operando_A),
		.rd_data2(operando_B)
	);
	ula_4bit_sync ula(
		.clk(clk),
		.enable(ena_ula),
		.a(operando_A),
		.b(operando_B),
		.sel({mnm, wr_addr_mnm}),
		.result(wr_data_ula),
		.ula_ack(ula_ack)
	);
	fsm state_machine(
		.clk(clk),
		.rst(rst),
		.mnm_in(mnm),
		.ula_ack(ula_ack),
		.wr_ack(wr_ack),
		.pc_ack(pc_ack),
		.ri_ack(ri_ack),
		.ena_pc(ena_pc),
		.ena_ri(ena_ri),
		.ena_wr(ena_wr),
		.ena_ula(ena_ula),
		.sel_r0_rd(sel_r0_rd),
		.sel_addr_data(sel_addr_data),
		.sel_ldr_ula(sel_ldr_ula),
		.state_out(state)
	);
	bcd_disp data2_bus(
		.in(data_bus[7:4]),
		.disp(data2)
	);
	bcd_disp data1_bus(
		.in(data_bus[3:0]),
		.disp(data1)
	);
	bcd_disp op_A(
		.in(operando_A),
		.disp(out_A)
	);
	bcd_disp op_B(
		.in(operando_B),
		.disp(out_B)
	);
	bcd_disp out_ula(
		.in(wr_data_ula),
		.disp(ula_out)
	);
	bcd_disp fsm_state(
		.in({1'b0, state}),
		.disp(state_out)
	);
endmodule
module ula_4bit_sync (
    input  wire        clk,          
    input  wire        enable,       
    input  wire [3:0]  a,            
    input  wire [3:0]  b,            
    input  wire [3:0]  sel,          
    output reg  [3:0]  result,       
    output reg         ula_ack       
);
    always @(posedge clk) begin
        if (enable) begin
            casex (sel)
                4'b0100: result <= a | b;
                4'b0101: result <= a & b;
                4'b0110: result <= a ^ b;
                4'b0111: result <= ~(a & b);
                4'b10xx: result <= a + b;
                4'b11xx: result <= a - b;
                default: result <= 4'b0000;
            endcase
            ula_ack <= 1'b1;   
        end else begin
            ula_ack <= 1'b0;   
        end
    end
endmodule
$ cat flow/run.sh
#!/bin/bash
# OpenROAD 26Q1-2900-gdf79404cd8, Yosys 0.63+post, stock flow scripts
make -C /OpenROAD-flow-scripts/flow DESIGN_CONFIG=/design/flow/config.mk WORK_HOME=/design/flow/orfs finish
==> metrics.yaml <==
outcome:
  status: "finished with violations"
  violations: "negative setup slack"
synthesis:
  flop_cell: "dfxtp_1"
  yosys_area_sq_um: 704
  synth-seq-cells: 7
  synth_async_sr_flop_share_pct: 57.1
  syn_area_per_cell_sq_um: 8.39
  top_area_cell: "buf_4"
  yosys_warnings: 0
  synthDistinctLibCells: 25
  syn_inst: 84
  ys_cells: 84
  edf_count: 1
  synth_area_sq_um: 704
  synth_top_area_share_pct: 38.4
  ys_seq_share_pct: 24.3
  top_cells_by_area: "buf_4, ha_1, dfrtp_1"
final_layout:
  final_cell_area_sq_um: 970
  areaGrowthSynthToFinish_pct: 37.7
  fill_cells: 358
  fin_cells: 156
  drive_above_1_share_pct: 45.5
global_route:
  grt_max_degree: 7
  grt_pass1_wl_mm: 2.61
  track_usage_pct: 4.89
  grt_overflow: 0
  antenna_found_initial: 0
  grt_pass1_vias: 597
power:
  total_power_mw: 2.16
  switching_share_pct: 39.1
  p_seq_share_pct: 18.3
  p_switching_mw: 0.846
  power_frac_comb_pct: 72.6
  leakagePower_nw: 0.482
  p_int_mw: 1.32
  clock_power_share_pct: 9.2
  power_density_nw_per_um2: 2230
  ir_drop_uv: 492
run:
  warnings: 32
  maxCapViolations: 0
clock_tree:
  cts_buffers: 3
  cts_max_level: 1
  hold_buffers: 0
  clk_latency_ns: 0.27
  clock_sinks: 7
  cts_root_buf: "clkbuf_4"
  tritoncts: "built"
  clock_path_buffers: 2
  cts.clk_slew.worst_paths_ns: 0.06
drt:
  drtIter0Drc: 24
  wl_per_cell_microns: 11.0
  n_antenna_cell: 0
  via_per_inst: 3.18
  drc_errors: 0
  wirelength_mm: 1.71
  drt_pass1_iterations: 3
  drt.antenna.violating_nets: 0
  via_count: 496
critical_path:
  reg2reg_from: "state_machine.state_out[0]"
  cp.required_ns: 0.82
  slowest_stage: "dfstp_2"
  path_delay_family: "flip-flops"
  endpoint_kind: "flop"
  cp_data_arrival_time_ns: 1.18
  start_kind: "flop"
  r2r_slack_ns: -0.37
  crit_type: "reg -> reg"
  cp_num_buf_inv: 1
  cp_slowest_stage_delay_ns: 0.56
  reg2reg_depth: 3
  worstPathMaxFanout: 3
  path_cells: "inv_4, ha_4, and2b_1"
  rr_endpoint: "pc.ack"
floorplanning:
  die_w_microns: 80
  die_h_microns: 80
  floorplan.die_area_sq_um: 6400
  num_rows: 21
  initial_core_util_pct: 20.6
  core-area_sq_um: 3420
  ios: 44
placed_design:
  dp_hpwl_mm: 1.33
  gp_congestion: 0.851
  dp_cells: 147
  postPlaceCellArea_sq_um: 798
  io_buffers: 8
timing:
  rsz0062_at_grt: "true"
  slew_viol_final: 0
  whs_ns: 0.370
  setup_ws_ns: -0.366
  finalSetupViolCount: 11
  hold_viol_final: 0
  skew_ns: 0.00879
worst_hold_path:
  min_path_type: "in -> async"
placed cells by master (no fill, tap or decap):
cell type,Yosys,routed
or3_4,0,1
nor2_4,0,1
nand2_1,7,4
inv_4,0,2
inv_1,4,1
and2_4,0,1
a311o_1,1,1
dfrtn_1,1,1
nand2_4,0,1
nor2b_1,2,1
o21ai_1,0,1
a21oi_2,0,1
nor2_1,2,1
buf_6,0,9
edfxtp_1,1,1
and2b_1,1,1
inv_2,1,2
clkdlybuf4s50_1,0,1
o21ba_4,0,1
conb_1,2,35
clkbuf_4,0,3
a21oi_1,3,2
buf_2,0,7
dfstp_2,1,1
nand2b_2,1,1
o21ai_0,4,1
nor2b_4,0,1
nand2b_1,2,2
ha_1,5,1
nand2_2,0,2
ha_4,0,4
clkinv_2,0,1
a2111oi_4,0,1
o21ai_2,0,2
dfxtp_1,2,2
a31oi_1,1,1
buf_4,36,8
mux2i_1,1,1
dfrtp_1,2,2
routing by layer:
layer	vias up	global-route usage [%]	wire length, microns
met2	23	8.67	840
li1	249	-	-
met1	222	5.75	773
met5	-	0	0
met3	2	1.48	86
met4	0	0.704	11
power groups by stage:
| stage | combinational [mW] | clock, mW | sequential, mW |
|---|---|---|---|
| after CTS | 1.46 | 0.196 | 0.390 |
| after global routing | 1.71 | 0.217 | 0.404 |
| final | 1.57 | 0.198 | 0.395 |
through the flow:
step	util (%)	setup TNS [ns]	worst slack, ns
final	28.4	-2.36	-0.366
after global routing	28.4	-2.95	-0.408
after CTS	27.5	-2.41	-0.365
after detailed placement	23.4	-2.96	-0.356
after global placement	23.4	-2.92	-0.350
after floorplan	-	-0.453	-0.370
cell families after synthesis:
family	after synthesis	share of synthesized area, %
other	2	1.07
buffers and inverters	41	41.0
flip-flops	7	24.3
adder cells (fa/ha/maj)	5	8.88
AND-OR/OR-AND	11	10.8
AND/OR/NAND/NOR	17	12.4
multiplexers	1	1.42
repair_timing:
action,4_1_cts,5_1_grt
setup buffers,5,0
resized,50,7
endpoints found under the setup margin,11,11
pin swaps,10,6
area by class of cell:
cell class,count,area [sq um],area share [%]
Sequential cell,7,171,17.7
Tap cell,46,57.6,5.94
Clock inverter,1,5.00,0.516
Clock buffer,3,22.5,2.32
Inverter,5,23.8,2.45
Multi-Input combinational cell,69,483,49.8
Timing Repair Buffer,25,206,21.3
sequential cells by signal, indices dropped and copies added, names as in the netlist:
name                     flops
state_machine.state_out      3
ins_reg.ack                  1
register.wr_ack              1
pc.ack                       1
ula.ula_ack                  1
worst reg2reg max path: cells and delay by family (launching register included):
kind          cells  cell delay [ns]
flops             1             0.56
simple gates      1             0.16
fa+ha+maj         1             0.15
buf+inv           1             0.05
worst max-delay path by stage:
| stage | endpoint | slack, ns | start | depth (start not counted) |
|---|---|---|---|---|
| final | pc.ack | -0.37 | state_machine.state_out[0] | 3 |
| after CTS | pc.ack | -0.37 | state_machine.state_out[0] | 3 |
| after global routing | pc.ack | -0.41 | state_machine.state_out[0] | 3 |
synthesized netlist by cell type (2+ instances only):
cell type / number
nor2_1: 2
buf_4: 36
nor2b_1: 2
nand2b_1: 2
o21ai_0: 4
dfrtp_1: 2
nand2_1: 7
conb_1: 2
ha_1: 5
a21oi_1: 3
dfxtp_1: 2
inv_1: 4
Power and IR drop assume default switching activity.
